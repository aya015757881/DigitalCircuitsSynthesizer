$ cat flow/design.v
module eeprom_wr(rst,sclk,w_r,addr,data,sda,scl,ack);
  input rst,sclk,w_r;
  input[10:0] addr;
  input[7:0] data;
  inout sda;
  output scl,ack;
  reg wr_buf,wr_link,high_link,low_link,scl,ack;
  reg[10:0] addr_buf,addr_link;
  reg[7:0] write_buf,write_link,read_buf;
  reg[5:0] state;
  parameter ready  =  6'b000000,
            wr     =  6'b000001,
            addr0  =  6'b000010,
            addr1  =  6'b000011,
            addr2  =  6'b000100,
            addr3  =  6'b000101,
            addr4  =  6'b000110,
            addr5  =  6'b000111,
            addr6  =  6'b001000,
            addr7  =  6'b001001,
            addr8  =  6'b001010,
            addr9  =  6'b001011,
            addr10 =  6'b001100,
            w0     =  6'b001101,
            w1     =  6'b001110,
            w2     =  6'b001111,
            w3     =  6'b010000,
            w4     =  6'b010001,
            w5     =  6'b010010,
            w6     =  6'b010011,
            w7     =  6'b010100,
            switch =  6'b010101,
            r0     =  6'b010110,
            r1     =  6'b010111,
            r2     =  6'b011000,
            r3     =  6'b011001,
            r4     =  6'b011010,
            r5     =  6'b011011,
            r6     =  6'b011100,
            r7     =  6'b011101,
            idle   =  6'b011110,
            finish =  6'b011111,
            termi  =  6'b100000;
  assign sda=high_link?1:1'bz;
  assign sda=low_link?0:1'bz;
  assign sda=wr_link?wr_buf:1'bz;
  assign sda=addr_link[0]?addr_buf[0]:1'bz;
  assign sda=addr_link[1]?addr_buf[1]:1'bz;
  assign sda=addr_link[2]?addr_buf[2]:1'bz;
  assign sda=addr_link[3]?addr_buf[3]:1'bz;
  assign sda=addr_link[4]?addr_buf[4]:1'bz;
  assign sda=addr_link[5]?addr_buf[5]:1'bz;
  assign sda=addr_link[6]?addr_buf[6]:1'bz;
  assign sda=addr_link[7]?addr_buf[7]:1'bz;
  assign sda=addr_link[8]?addr_buf[8]:1'bz;
  assign sda=addr_link[9]?addr_buf[9]:1'bz;
  assign sda=addr_link[10]?addr_buf[10]:1'bz;
  assign sda=write_link[0]?write_buf[0]:1'bz;
  assign sda=write_link[1]?write_buf[1]:1'bz;
  assign sda=write_link[2]?write_buf[2]:1'bz;
  assign sda=write_link[3]?write_buf[3]:1'bz;
  assign sda=write_link[4]?write_buf[4]:1'bz;
  assign sda=write_link[5]?write_buf[5]:1'bz;
  assign sda=write_link[6]?write_buf[6]:1'bz;
  assign sda=write_link[7]?write_buf[7]:1'bz;
  always@(negedge sclk or negedge rst)
  if(!rst)
    scl<=1;
  else
    scl<=~scl;
  always@(posedge sclk or negedge rst)
  if(!rst)
    begin
      ack<=0;
      wr_link<=0;
      high_link<=1;
      low_link<=0;
      addr_link<=11'b00000000000;
      write_link<=8'b00000000;
      state<=ready;
    end
  else
    case(state)
      ready: if(ack)
               begin
                 if(scl)
                   begin
                     high_link<=0;
                     low_link<=1;
                     wr_buf<=w_r;
                     write_buf<=data;
                     addr_buf<=addr;
                     state<=wr;
                   end
               end
             else
               ack<=1;
         wr: if(!scl)
               begin
                 low_link<=0;
                 wr_link<=1;
                 ack<=0;
                 state<=addr0;
               end
      addr0: if(!scl)
               begin
                 wr_link<=0;
                 addr_link[0]<=1;
                 state<=addr1;
               end
      addr1: if(!scl)
               begin
                 addr_link[0]<=0;
                 addr_link[1]<=1;
                 state<=addr2;
               end
      addr2: if(!scl)
               begin
                 addr_link[1]<=0;
                 addr_link[2]<=1;
                 state<=addr3;
               end
      addr3: if(!scl)
               begin
                 addr_link[2]<=0;
                 addr_link[3]<=1;
                 state<=addr4;
               end
      addr4: if(!scl)
               begin
                 addr_link[3]<=0;
                 addr_link[4]<=1;
                 state<=addr5;
               end
      addr5: if(!scl)
               begin
                 addr_link[4]<=0;
                 addr_link[5]<=1;
                 state<=addr6;
               end
      addr6: if(!scl)
               begin
                 addr_link[5]<=0;
                 addr_link[6]<=1;
                 state<=addr7;
               end
      addr7: if(!scl)
               begin
                 addr_link[6]<=0;
                 addr_link[7]<=1;
                 state<=addr8;
               end
      addr8: if(!scl)
               begin
                 addr_link[7]<=0;
                 addr_link[8]<=1;
                 state<=addr9;
               end
      addr9: if(!scl)
               begin
                 addr_link[8]<=0;
                 addr_link[9]<=1;
                 state<=addr10;
               end
     addr10: if(!scl)
               begin
                 addr_link[9]<=0;
                 addr_link[10]<=1;
                 if(wr_buf)
                   state<=switch;
                 else
                   state<=w0;
               end
          w0: if(!scl)
                begin
                  addr_link[10]<=0;
                  write_link[0]<=1;
                  state<=w1;
                end
          w1: if(!scl)
                begin
                  write_link[0]<=0;
                  write_link[1]<=1;
                  state<=w2;
                end
          w2: if(!scl)
                begin
                  write_link[1]<=0;
                  write_link[2]<=1;
                  state<=w3;
                end
          w3: if(!scl)
                begin
                  write_link[2]<=0;
                  write_link[3]<=1;
                  state<=w4;
                end
          w4: if(!scl)
                begin
                  write_link[3]<=0;
                  write_link[4]<=1;
                  state<=w5;
                end
          w5: if(!scl)
                begin
                  write_link[4]<=0;
                  write_link[5]<=1;
                  state<=w6;
                end
          w6: if(!scl)
                begin
                  write_link[5]<=0;
                  write_link[6]<=1;
                  state<=w7;
                end
          w7: if(!scl)
                begin
                  write_link[6]<=0;
                  write_link[7]<=1;
                  state<=idle;
                end
      switch: if(!scl)
                begin
                  addr_link[10]<=0;
                  state<=r0;
                end
          r0: if(!scl)
                begin
                  read_buf[0]<=sda;
                  state<=r1;
                end
          r1: if(!scl)
                begin
                  read_buf[1]<=sda;
                  state<=r2;
                end
          r2: if(!scl)
                begin
                  read_buf[2]<=sda;
                  state<=r3;
                end
          r3: if(!scl)
                begin
                  read_buf[3]<=sda;
                  state<=r4;
                end
          r4: if(!scl)
                begin
                  read_buf[4]<=sda;
                  state<=r5;
                end
          r5: if(!scl)
                begin
                  read_buf[5]<=sda;
                  state<=r6;
                end
          r6: if(!scl)
                begin
                  read_buf[6]<=sda;
                  state<=r7;
                end
          r7: if(!scl)
                begin
                  read_buf[7]<=sda;
                  state<=finish;
                end
        idle: if(!scl)
                state<=finish;
      finish: if(!scl)
                begin
                  if(!wr_buf)
                    write_link[7]<=0;
                  low_link<=1;
                  state<=termi;
                end
       termi: if(scl)
                begin
                  low_link<=0;
                  high_link<=1;
                  state<=ready;
                end
    endcase
endmodule
$ cat flow/run.sh
#!/bin/bash
# OpenROAD 26Q1-2900-gdf79404cd8, Yosys 0.63+post, stock flow scripts
make -C /OpenROAD-flow-scripts/flow DESIGN_CONFIG=/design/flow/config.mk WORK_HOME=/design/flow/orfs finish
$ cat flow/config.mk
export PLATFORM = sky130hd
export DESIGN_NAME = eeprom_wr
export DESIGN_NICKNAME = eeprom_wr
export VERILOG_FILES = /design/flow/design.v
export SDC_FILE = /design/flow/constraint.sdc
export NUM_CORES = 4
export LEC_CHECK = 1
export CORE_AREA = 10 10 107 107
export DIE_AREA = 0 0 117 117
$ cat flow/constraint.sdc
current_design eeprom_wr

set clk_period 2.7
set clk_io_pct 0.2

create_clock -name clk0 -period $clk_period [get_ports {sclk}]

set non_clock_inputs [all_inputs -no_clocks]
set_input_delay [expr $clk_period * $clk_io_pct] -clock clk0 $non_clock_inputs
set_output_delay [expr $clk_period * $clk_io_pct] -clock clk0 [all_outputs]
==> Slide: Implementation Results <==
Key Metrics from the Run

Finish
  • Layout cells sized above 1: a little over a fifth
  • Top cells excl fill/tap: dfrtp_1, nor2_1, nand2_1
  • Final Non-Filler Cells: around 180
  • Most numerous logic cell after layout: dfrtp_1
  • Area grow syn2layout: 32.98%
  • Finished Cell Area: 792.0 um^2

Power and ir drop
  • Max VDD drop: 0.2642 mV
  • Fraction of power consumed by sequential logic: 42.8%
  • Leakage: 0.2787 nW
  • Pwr/cell area: 355.8 nW/um^2
  • Combinational share of power: 1.7%
  • PnR Total Power: roughly 0.28 mW
  • Sw Share: 19.36%
  • Switch Pwr: 0.05456 mW
  • Clock power frac: 55.5%
  • Internal: 0.2273 mW

Flow run
  • Tool warnings: roughly 48
  • Max-Cap Viols: 0

Synthesis
  • Synth unique cells: 37
  • Mapped Area: 595.6 um^2
  • Post-synth ARST share: 100.0%
  • Synthesized registers: 8
  • Mean instance size in the synthesized netlist: 8.758 um^2
  • Register share after synthesis: 33.82%
  • Commonest flop: dfrtp_1
  • Yosys cell count: 68
  • Synthesized instance count: between 60 and 70
  • Yosys warning tally: 24
  • Cell type with the largest total area: dfrtp_1
  • Synth top area share: 29.41%
  • Largest cells by area: dfrtp_1, dfstp_2, buf_6, nor2_1, nor4_4
  • Yosys Chip Area: 595.6 um^2
  • Post-synth EDFFs: 0

Placement
  • IO Port Bufs: 3
  • Hpwl dp: 861 um
  • Placed inst area: 742.0 um^2
  • Placed instance count: roughly 180
  • DP Worst Slack: -0.2224 ns
  • Gpl congestion: roughly 0.78

Floorplanning
  • Io pins: 25
  • DIE AREA: 13690 um^2
  • Init Core Util: between 6 and 7%
  • Die width: 117 um
  • Cell Rows: 35
  • Chip Height: 117 um
  • Core area: about 9000 um^2

Detailed routing
  • # DRC: 0
  • Diodes inserted: 0
  • DR vias: approximately 530
  • Vias per cell: slightly below 3
  • Iteration-0 DRC Markers: 17
  • DRT Wirelength: 1321 um
  • DR WL/cell: ~7.2 um
  • ANT nets after route: 0
  • Router iterations before antenna repair: 4

Global route
  • Total track usage: under 10%
  • GR Overflow Total: 0
  • First-pass GRT wire length: 2456 um
  • Number of global-route vias before repair: 530
  • Largest net degree at the start of global routing: 15
  • Antenna violations before repair: 0

Clock network
  • Root Driver: clkbuf_8
  • Clock Sinks: 8
  • Cts bufs inserted: 3
  • CTS tree: built
  • Late-Pin Clk Latency: a little under 0.3 ns
  • Clock Path Buffers: 2
  • H-Tree Depth: 1
  • Clock Pin Slew Worst Setup and Hold Paths: 0.04 ns

Hold path
  • Worst Hold Class: flop to flop
  • Sink of the worst hold path: ack
  • Hold path cells: 1
  • Hold Crit Start: ack

Critical path
  • Delay of the slowest critical-path stage: ~0.54 ns
  • R2r setup slk: -0.07 ns
  • Crit path buf inv count: 1
  • Reg-to-Reg End: state[3]
  • CP Launch Type: flop
  • CP Launch Point: scl
  • RR Startpoint: scl
  • FF-to-FF path depth: 5
  • CP arrival: 2.27 ns
  • Crit-path slowest cell: dfstp_2
  • Worst EP required: 2.16 ns
  • Largest delay contributor family on the critical path: flip-flops
  • Critical-path maximum fanout: 2
  • Worst setup path class: flop to output port
  • Crit-path cells: buf_6
  • Endpoint type of the worst setup path: output port

Final timing
  • RSZ-0062 raised after global routing: yes
  • Setup Viol. Count Final: 4
  • Slew Limit Fails: 0
  • Setup ws final: -0.1089 ns
  • Final hold slack: approximately 0.55 ns
  • Clk_skew: ~0.063 ns
  • Hold Violations, Final: 0

Status
  • Violated checks: negative setup slack
  • Status: finished, violations left
[logic make-up (layout without fill, tap and decap cells)]
family                 Yosys count  after routing  share of synthesized area (%)
AND-OR/OR-AND                   18             18                          22.69
XOR/XNOR                         2              2                          2.942
buffers and inverters           10             14                          10.71
flip-flops                       8              8                          33.82
other                            1              1                         0.6296
AND/OR/NAND/NOR                 29             29                          29.20
[power by group through the flow]
stage / sequential, mW / clock, mW / combinational [mW]
final: 0.120 / 0.157 / 0.00482
after global routing: 0.120 / 0.169 / 0.00538
after CTS: 0.120 / 0.160 / 0.00508
[worst register-to-register path, stage by stage, from the launching register on]
cell and delay (ns):
dfstp_2 0.54, buf_6 0.15, inv_2 0.09, a31oi_1 0.20, o211a_1 0.19, nand4_1 0.07
[worst max-delay path by stage]
stage               to  cells past startpoint
global route  state[3]                      5
finish             scl                      1
CTS                scl                      1
[cells in the mapped netlist, types with 3 or more instances]
cell type  n
buf_2      3
dfrtp_1    7
nand2_1    4
nand4_1    3
nor2_1     6
o21ai_0    3
[per-layer routing]
| layer | global-route usage (%) | vias to the layer above | wire (um) |
|---|---|---|---|
| met1 | 2.789 | 254 | 591 |
| met2 | 3.337 | 20 | 626 |
| met4 | 0.2471 | 0 | 0 |
| met5 | 0 | - | 0 |
| li1 | - | 255 | - |
| met3 | 0.5160 | 0 | 103 |
[sequential cells by signal, indices dropped and copies added (netlist names)]
| name | count |
|---|---|
| ack | 1 |
| scl | 1 |
| state | 6 |
[stage by stage]
step / utilization [%] / setup TNS, ns
floorplan: - / 0
global placement: 8.068 / -0.3141
detailed placement: 8.068 / -0.2338
CTS: 8.571 / -0.3919
global route: 8.612 / -0.6669
finish: 8.612 / -0.2845
[what timing repair did]
action	in CTS	in global routing
resized	5	1
pin swaps	0	1
hold buffers	0	0
buffers inserted	0	0
endpoints found under the setup margin	5	5
[layout make-up]
type                    instances  area (um^2)
clock buffers                   4        45.04
clock inverters                 1        3.754
fillers                      1064         8404
inverters                       2        7.507
multi-input cells              50        330.3
flip-flops and latches          8        201.4
well taps                     111        138.9
repair buffers                  7        65.06
No activity file was given, so power comes from the tool's default toggle rates.
